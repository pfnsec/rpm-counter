$ cat design.v
module gauss(
    input clk,
    output reg d_ready,
    input      d_valid,
	input [12 - 1:0] adc_value,
    output reg [20 - 1:0] conv_value
);
    reg [5 - 1:0][12 - 1:0] conv_window;
    reg [5 - 1:0][5 - 1:0] conv_coeffs;
    integer i;
    initial begin
        conv_coeffs[0] = 1;
        conv_coeffs[1] = 13;
        conv_coeffs[2] = 32;
        conv_coeffs[3] = 13;
        conv_coeffs[4] = 1;
        for(i = 0; i < 5; i = i + 1) begin
            conv_window[i] <= 0;
        end
    end
    always @(posedge clk) begin
        conv_window[0] <= adc_value;
        for(i = 0; i < 4; i = i + 1) begin
            conv_window[i + 1] <= conv_window[i];
        end
        conv_value = 0;
        for(i = 0; i < 5; i = i + 1) begin
            conv_value = conv_value + conv_window[i] * conv_coeffs[i];
        end
    end
endmodule
$ cat constraint.sdc
current_design gauss

set clk_period 7.3
set clk_io_pct 0.2

create_clock -name clk0 -period $clk_period [get_ports {clk}]

set non_clock_inputs [all_inputs -no_clocks]
set_input_delay [expr $clk_period * $clk_io_pct] -clock clk0 $non_clock_inputs
set_output_delay [expr $clk_period * $clk_io_pct] -clock clk0 [all_outputs]
$ cat run.sh
#!/bin/bash
# OpenROAD 26Q1-2900-gdf79404cd8, Yosys 0.63+post, stock flow scripts
make -C /OpenROAD-flow-scripts/flow DESIGN_CONFIG=/design/flow/config.mk WORK_HOME=/design/flow/orfs finish
$ cat config.mk
export PLATFORM = sky130hd
export DESIGN_NAME = gauss
export DESIGN_NICKNAME = gauss
export VERILOG_FILES = /design/flow/design.v
export SDC_FILE = /design/flow/constraint.sdc
export NUM_CORES = 4
export LEC_CHECK = 1
export CORE_UTILIZATION = 50
==> reports/results.ini <==
[run_status]
status=completed

[drt]
via_per_inst=4.73
drtIter0Drc=58
drc_errors=0
vias=2601
diodes=0
wl_per_cell_um=11.6
antenna_left=0
wl_um=6400
drt_first_pass_iters=23

[sta]
rsz0062_at_grt=false
finalHoldViolations=0
drv_slew=0
period_needed_ns=4.77
clock_skew_ns=0.0132
setup_viol=0
max_freq_mhz=210
final.setup.tns_ns=0
finalCritPeriodShare=0.653

[global_routing]
grt-busiest-layer=met1
use_met2=0.207
antenna_found_initial=0
grt_pass1_wl_um=11500
use_met1=0.288
grtUsageMet3=0.0509
grt_pass1_vias=2533
grt-ovfl-total=0
grt_max_degree=15
grtUsageTotal=0.159

[critical_path]
critPathCaptureType=flop
reg2reg_to=conv_value[17]
critical_path_class=flop to flop
r2r_setup_slack_ns=2.53
cp_max_fo=9
critical_path_required_ns=7.53
reg2regPathDepth=15
r2r_start=conv_window[22]
critPathArrivalTime_ns=5.00
start_kind=flop

[die]
die_w_um=98.0
die_h_um=98.0
fp-utilization=0.523
core_um2=8810
dieArea_um2=9610
io_pins=35
rows=34

[layout]
final-comb-area_um2=2620
regArea_um2=1560
fillCellCount=745
area_growth_pct=12.5
drive_above_1_share=0.0520
layout_top_cells=inv_1, dfxtp_1, fa_1
mostFrequentLayoutCell=inv_1

[job]
max_cap_viol_count=0
warnings=29

[logic_synthesis]
adder_share=0.444
syn_avg_cell_area_um2=11.5
ys.flop_type=dfxtp_1
syn_inst=400
yosysCellCount=400
ys_ff=78
aoi_share=0.0624
async_flop_share=0
yosysChipArea_um2=4610
yosys.stat.seqShare=0.339
synth.distinct_cells=43
ys_sh_simple=0.0418
muxShareOfSynthArea=0
ys_top_logic_family=adder cells
edf_count=0
yosys_warnings=2
ys_sh_xor=0.0171
syn_area_um2=4610

[clock_tree]
ctsHoldBuffers=0
h-tree-depth=3
clk_latency_ns=0.35
root_buffer=clkbuf_8
numCtsBuffers=9
cts.sinks=78
cts_tree=yes
postCtsResizedCells=0
path_clk_slew_ns=0.09
post_cts_buffers=0
cts_buffer_depth=2

[hold_path]
hold_path_depth=0
min_to=conv_window[41]
hp-start=conv_window[29]
hold_path_class=flop to flop

[place]
dp_hpwl_um=5240
gp_congestion=0.846
port_buffers=30

==> flip-flops by register name, indices dropped and copies added, names as in the netlist <==
name and count:
conv_window 60, conv_value 18
==> metal layers <==
| layer | wire length [µm] | vias to the layer above |
|---|---|---|
| met1 | 3440 | 1200 |
| li1 | - | 1328 |
| met5 | 0 | - |
| met4 | 70 | 0 |
| met3 | 367 | 6 |
| met2 | 2520 | 67 |
==> worst max-delay path: stages, from the launching register on <==
cell      delay [ns]
dfxtp_1         0.39
inv_1           0.10
fa_1            0.53
inv_1           0.05
fa_1            0.46
fa_1            0.51
fa_1            0.54
inv_1           0.05
fa_1            0.49
inv_1           0.04
ha_1            0.39
and3_1          0.25
a221oi_1        0.29
o31ai_1         0.18
a21oi_1         0.27
a31oi_1         0.11
==> through the flow <==
step / instance area [µm²] / utilization / hold WS [ns] / setup slack [ns] / std cells
floorplan: 4620 / - / 0.310 / 2.82 / 402
global placement: 5010 / 0.569 / 0.310 / 2.52 / 534
detailed placement: 5010 / 0.569 / 0.312 / 2.57 / 534
CTS: 5180 / 0.589 / 0.329 / 2.53 / 550
global route: 5180 / 0.589 / 0.334 / 2.21 / 550
finish: 5180 / 0.589 / 0.326 / 2.53 / 550
==> cell usage after synthesis, types with 3 or more instances <==
master   instances  area, µm²
a21o_1           7       52.6
a21oi_1          9       45.0
a31oi_1          3       18.8
and3_1           4       25.0
buf_4            3       22.5
dfxtp_1         78       1560
fa_1            64       1280
ha_1            61        763
inv_1          106        398
nand2_1          3       11.3
nand3_1          4       20.0
nor2_1           4       15.0
nor3_1           3       15.0
nor4_1           3       18.8
o21ai_0          5       25.0
or2_2            3       18.8
xnor2_1          6       52.6
xor2_1           3       26.3
==> how the worst max path moves through the flow <==
stage / startpoint / endpoint / slack (ns) / cells past startpoint
5_1_grt: conv_window[21] / conv_value[17] / 2.21 / 15
6_report: conv_window[22] / conv_value[17] / 2.53 / 15
4_1_cts: conv_window[22] / conv_value[17] / 2.53 / 15
==> cells by family after synthesis <==
logic type | after synthesis
adders and majority gates | 125
xor gates and xnor gates | 9
DFF | 78
buffers and inverters | 112
and+or+nand+nor | 34
AOI/OAI and AO/OA | 41
other | 1
==> layout make-up <==
| class | instances | area share |
|---|---|---|
| well taps | 108 | 0.0261 |
| repair buffers | 30 | 0.0579 |
| clock inverters | 6 | 0.00893 |
| clock buffers | 10 | 0.0246 |
| multi-input cells | 212 | 0.504 |
| flip-flops and latches | 78 | 0.301 |
| inverters | 106 | 0.0768 |
