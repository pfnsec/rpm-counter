File: ./design.v
module rpm(
    input clk,
    input [2**4 - 1:0] period,
    input period_change,
    input [7:0] stripe_count,
    output reg [2**4 - 1:0] rpm,
    output reg [4:0] rpm_order,
    output reg rpm_change
);
    integer i;
    reg [1:0] rpm_div_state;
    reg [4:0] order;
    reg [4 + 1:0] div_i;
    reg [2**4 - 1:0]   dividend, divider;
    reg [2**4:0]   diff;
    reg stripe_divided;
    reg period_changed;
    initial begin
        rpm <= 0;
        rpm_change <= 0;
        period_changed <= 0;
        rpm_div_state <= 0;
    end
    always @(posedge clk) begin
        case(rpm_div_state) 
            0: begin
                if(period_change != period_changed) begin
                    period_changed <= period_change;
                    stripe_divided <= 0;
                    divider  <= period;
                    dividend = 32'd9000000000;
                    order <= 0;
                    div_i <= 0;
                    diff  = 0;
                    rpm_div_state <= 1;
                end
            end
            1: begin
                if(div_i < 2**4) begin
                    div_i <= div_i + 1;
                    diff = {diff[2**4 - 2:0], dividend[2**4 - 1]};
                    dividend = dividend << 1;
                    diff = diff - divider;
                    if(diff[2**4 - 1] == 1) begin
                        dividend[0] = 0;
                        diff = diff + divider;   
                    end else begin
                        dividend[0] = 1;
                    end
                end else begin
                    div_i <= 0;
                    rpm_div_state <= 2;
                end
            end 
            2: begin
                if(diff >= 5)
                    dividend = dividend + 1;
                if(~stripe_divided) begin
                    divider <= stripe_count;
                    stripe_divided <= 1;
                    rpm_div_state <= 1;
                end else if(dividend >= 10000) begin
                    divider <= 10;
                    order <= order + 1;
                    rpm_div_state <= 1;
                end else begin
                    rpm <= dividend;
                    rpm_change <= ~rpm_change;
                    rpm_order <= order;
                    rpm_div_state <= 0;
                end
            end
        endcase
    end
endmodule
File: ./constraint.sdc
current_design rpm

set clk_period 8.0
set clk_io_pct 0.2

create_clock -name clk0 -period $clk_period [get_ports {clk}]

set non_clock_inputs [all_inputs -no_clocks]
set_input_delay [expr $clk_period * $clk_io_pct] -clock clk0 $non_clock_inputs
set_output_delay [expr $clk_period * $clk_io_pct] -clock clk0 [all_outputs]
File: ./run.sh
#!/bin/bash
# OpenROAD 26Q1-2900-gdf79404cd8, Yosys 0.63+post, stock flow scripts
make -C /OpenROAD-flow-scripts/flow DESIGN_CONFIG=/design/flow/config.mk WORK_HOME=/design/flow/orfs finish
File: ./config.mk
export PLATFORM = sky130hd
export DESIGN_NAME = rpm
export DESIGN_NICKNAME = rpm
export VERILOG_FILES = /design/flow/design.v
export SDC_FILE = /design/flow/constraint.sdc
export NUM_CORES = 4
export LEC_CHECK = 1
export CORE_UTILIZATION = 40
==> CHANGELOG.md <==
## Implementation

* Outcome: completed
* GPL Wtd Cong at 0.953
* DP Worst Slack at 3.57 ns
* Vias in the first global route at 4261
* Hold depth at 0
* Fin crit period at 4.47 ns
* Final setup viols at 0
* Reg-to-Reg Start: dividend[15]
* CP max FO at 8
* Syn_area_per_cell at 10.4 um2
* Worst EP arrival at about 4.6 ns
* Area of the mapped netlist at 0.00579 mm2
* Utilization after layout at 48.2%
* Flip-flops with a built-in enable at 86
* Ys Warns at 2
* Via density at 5.60
* Tcrit/Tclk final at 55.9%
* Min-Delay Path Class: flop to flop
* Synthesized instance count at 556
* Hold EP: rpm_order[4]
* Final WL at 12900 um
* Clock buffer depth at 2
* Drc violations at 0
* Die height at 122 um
* # resized after CTS at 0
* Headroom to the max-slew limit at between 50 and 60%
* Measured slew at the worst slew-check pin at roughly 0.67 ns
* Setup ws final at 3.53 ns
* Post-synth ARST share at 0%
* CP Class: flop to flop
* Die Area at 0.0150 mm2
* Hold violation total from the final report at 0
* Tool warnings at 30
* Clock Latency Late Sink at approximately 0.34 ns
* Hold path start: order[4]
* Die Span X at 122 um
* Layout cells sized above 1 at 6.66%
* Reg2reg setup slack at around 3.5 ns
* Initial antenna violation count at 0
* Postcts setup bufs at 0
* Antenna diode count at 0
* First-pass GRT wire length at 21300 um
* Clock sink count at 86
* Distinct lib cells used at 74
* Flops out of synthesis at 86
* Total GRT Usage at between 10% and 20%
* Unrepaired setup endpoints after global routing: false
* Inserted Clock Buffers at 9
* Hold-fix buffers, CTS at 0
* Row Count at 43
* Placed inst area at between 0.006 and 0.007 mm2
* Post-route ant nets at 0
* Final HPWL DP at about 9400 um
* Via count at approximately 4400
* Largest net degree at the start of global routing at 34
* Critical Path RT at 8.09 ns
* Max cap viols at 0
* Max-slew violation count at 0
* Floorplan utilization at between 40% and 50%
* Fin area at 0.00675 mm2
* Drt pass-1 iters at 4
* WL/cell at around 17 um
* Setup TNS at 0 ns
* Hold_ws at around 0.48 ns
* Final Skew at 0.00673 ns
* Yosys stat area at about 0.0058 mm2
* DRT iter0 DRCs at 220
* # IOs at 48
* Crit. End Element: flop
* CTS tree: built
* CP Launch Type: flop
* Reg2Reg Depth at 16
* Clk Tree Root Cell: clkbuf_16
* Global route overflow at 0
* Core area at 0.0140 mm2
* Synth Seq Share at 44.6%
* Main synth FF type: edfxtp_1
* Htree depth at 3
* FMAX at 0.224 GHz
* Area growth syn-to-layout at 16.6%
* Endpoint of the worst-slack reg-to-reg timing path: diff[16]
* Input/output buffers at between 40 and 50
* Ys cells at 556
* Worst-path clk slew at 0.07 ns
worst max path at each step:
stage,startpoint,to,depth (start not counted)
CTS,dividend[15],diff[14],16
global route,dividend[15],diff[16],16
finish,dividend[15],diff[16],16
synthesized netlist by cell type, types with 3 or more instances:
library cell / instances / share of area [%]
and2_1: 5 / 0.54
o31ai_1: 3 / 0.39
o211a_1: 3 / 0.52
inv_1: 36 / 2.3
nand2_1: 16 / 1.0
o21a_1: 13 / 1.7
a211oi_1: 9 / 1.2
nor2_1: 51 / 3.3
a22o_1: 5 / 0.76
xor2_1: 11 / 1.7
a22oi_1: 12 / 1.6
buf_6: 3 / 0.58
clkbuf_1: 16 / 1.0
nor3_1: 19 / 1.6
o211ai_1: 10 / 1.3
or4_1: 4 / 0.52
a21oi_1: 30 / 2.6
a21o_1: 7 / 0.91
o2111ai_1: 5 / 0.76
buf_2: 5 / 0.43
or2_2: 4 / 0.43
mux2i_1: 4 / 0.69
nand3_1: 14 / 1.2
xnor2_1: 23 / 3.5
nor4_1: 5 / 0.54
o22ai_1: 3 / 0.32
edfxtp_1: 86 / 45
nor2b_1: 16 / 1.7
nand4_1: 7 / 0.76
ha_1: 39 / 8.4
or3_1: 8 / 0.86
o21ai_0: 24 / 2.1
and3_1: 8 / 0.86
a221o_1: 3 / 0.52
stage by stage:
stage | std cells
2_1_floorplan | 556
3_3_place_gp | 765
3_5_place_dp | 765
4_1_cts | 781
5_1_grt | 781
6_report | 781
area by class of cell:
class	count	area [um2]
well taps	180	225
clock inverters	7	98.8
multi-input cells	409	2960
inverters	36	135
repair buffers	54	523
fillers	1258	7240
clock buffers	9	225
flip-flops and latches	86	2580
cell families after synthesis:
family	share of synthesized area [%]
other cells	0.0648
xor+xnor	5.15
simple gates	14.6
compound gates	20.8
mux	1.08
flops	44.6
fa+ha+maj	9.12
buf+inv	4.52
placed cells by master, fill, tap and decap left out, types with 4 or more instances in the layout:
cell | Yosys | routed
nand2_1 | 16 | 16
nor2_1 | 51 | 51
or3_1 | 8 | 8
a211oi_1 | 9 | 8
buf_4 | 1 | 7
nor2b_1 | 16 | 16
nor4_1 | 5 | 5
and2_1 | 5 | 5
mux2i_1 | 4 | 4
xor2_1 | 11 | 11
nor3_1 | 19 | 19
o211ai_1 | 10 | 10
or2_2 | 4 | 4
or4_1 | 4 | 4
o21a_1 | 13 | 13
ha_1 | 39 | 39
o2111ai_1 | 5 | 5
a22oi_1 | 12 | 12
inv_1 | 36 | 36
edfxtp_1 | 86 | 86
o21ai_0 | 24 | 24
nand3_1 | 14 | 14
a21o_1 | 7 | 7
and3_1 | 8 | 8
xnor2_1 | 23 | 23
nand4_1 | 7 | 7
a22o_1 | 5 | 5
clkbuf_16 | 0 | 9
clkdlybuf4s50_1 | 0 | 47
a21oi_1 | 30 | 30
sequential cells by signal, indices dropped and copies added (netlist names), 2 cells and up:
register and cells:
rpm_order 5, rpm 16, divider 16, dividend 16, order 5, div_i 6, rpm_div_state 2, diff 17
worst max-delay path, stage by stage (launching register included):
cell	delay (ns)
edfxtp_1	0.45
inv_1	0.10
ha_1	0.27
fa_1	0.39
nor2b_1	0.10
o31ai_1	0.44
a21oi_1	0.16
a21oi_1	0.20
xnor2_1	0.17
ha_1	0.32
a21o_1	0.19
a2111oi_0	0.42
o21ai_0	0.21
a41o_1	0.30
nand3_1	0.09
a211oi_1	0.08
mux2_1	0.32
per-layer routing:
layer | vias to the layer above | global-route usage, % | routed length [um] | share of wire, %
li1 | 2191 | - | - | -
met1 | 2068 | 29.8 | 5870 | 45
met2 | 103 | 30.1 | 6230 | 48
met3 | 8 | 3.84 | 710 | 5.5
met4 | 0 | 1.68 | 100 | 0.77
met5 | - | 0 | 0 | 0
