### flow/config.mk
export PLATFORM = sky130hd
export DESIGN_NAME = pulse_timer
export DESIGN_NICKNAME = pulse_timer
export VERILOG_FILES = /design/flow/design.v
export SDC_FILE = /design/flow/constraint.sdc
export NUM_CORES = 4
export LEC_CHECK = 1
export CORE_UTILIZATION = 50
### flow/constraint.sdc
current_design pulse_timer

set clk_period 6.1
set clk_io_pct 0.2

create_clock -name clk0 -period $clk_period [get_ports {clk}]

set non_clock_inputs [all_inputs -no_clocks]
set_input_delay [expr $clk_period * $clk_io_pct] -clock clk0 $non_clock_inputs
set_output_delay [expr $clk_period * $clk_io_pct] -clock clk0 [all_outputs]
### flow/design.v
module pulse_timer(
    input clk,
    input pulse,
    output reg [2**4 - 1:0] period,
    output reg period_change
);
    integer i;
    reg [2**4 - 1:0]    period_timer;
    reg [3 - 1:0] schedule_index;
    reg [2**4 - 1:0]    pulse_schedule[2**3 - 1:0];
    reg pulse_active;
    initial begin
        period <= 0;
        period_change <= 0;
        period_timer   <= 0;
        schedule_index <= 0;
        pulse_active   <= 0;
        for(i = 0; i < 2**3; i = i + 1) begin
            pulse_schedule[i] <= 0;
        end
    end
    always @(posedge clk) begin
        period = 0;
        for(i = 0; i < 2**3; i = i + 1) begin
            period = period + pulse_schedule[i];
        end
        period = period/2**3;
        period_change <= ~period_change;
    end
    always @(posedge clk) begin
        if(pulse & ~pulse_active) begin
            pulse_active <= 1;
            pulse_schedule[schedule_index] <= period_timer;
            period_timer <= 0;
            schedule_index <= schedule_index + 1;
        end else if(~pulse) begin
            pulse_active <= 0;
            period_timer <= period_timer + 1;
        end else begin
            period_timer <= period_timer + 1;
        end
    end
endmodule
### flow/run.sh
#!/bin/bash
# OpenROAD 26Q1-2900-gdf79404cd8, Yosys 0.63+post, stock flow scripts
make -C /OpenROAD-flow-scripts/flow DESIGN_CONFIG=/design/flow/config.mk WORK_HOME=/design/flow/orfs finish
==> changes_impl.md <==
### Changed

* DPL Wire Length at 9030 um
* # IOs at 19
* Yosys warning tally at 1
* Clk buf depth at 2
* Arrival time worst endpoint at between 4 and 5 ns
* Setup violators final at 0
* Leakage at 3.91 nW
* Tcrit/Tclk final at just over 70%
* Average cell area after synthesis at 13.6 um^2
* 1st-iter DRT viols at slightly above 100
* Critical path origin: pulse_schedule[5][2]
* Max transition margin at 61.9%
* Crit Path Category: register to register
* Startpoint type of the worst setup path: register
* Top cell excl fill/tap: inv_1
* Synth flops at between 150 and 200
* Final hold violation count at 0
* H-tree lvl count at 4
* Most common reg cell: edfxtp_1
* Antenna Violating Nets Remaining at 0
* Pwr dens at around 310 nW/um^2
* Sequential area share after synthesis at between 50% and 60%
* Clock skew at a little over 0.007 ns
* Vias in the first global route at 4,381
* CP max stage cell: fa_1
* Ys cells at approximately 600
* Slew Limit Fails at 0
* Vias per cell at between 4 and 5
* P&R area growth vs syn at 13.6%
* IO Port Bufs at 15
* WL final at approximately 13,000 um
* Worst reg2reg startpoint: pulse_schedule[5][2]
* Chip area line of the yosys report at 8160 um^2
* RePlAce Congestion at around 0.78
* Num rows at about 46
* Critical Path Max Stage Delay at between 0.5 and 0.6 ns
* Post-synth ARST share at 0%
* Most common logic cells in the final layout: 188 x inv_1, 131 x edfxtp_1, 86 x fa_1
* Syn Inst Count at 599
* FP Util at 51.4%
* Clock sink count at ~160
* Cts hold-fix bufs at 0
* Die width at 130 um
* Antenna violations before repair at 0
* Worst hold stages at 1
* Max Fclk at approximately 0.23 GHz
* WL/cell at 15.1 um
* Final Total Pwr at between 2 and 3 mW
* EDFF count, synth at 131
* Vias at 4,101
* Crit-path max FO at 4
* Clock Pin Slew Worst Setup and Hold Paths at roughly 0.060 ns
* CTS tree: yes
* Most frequent CP cell: fa_1
* Setup TNS at 0 ns
* Status: finished, final reports clean
* RSZ-0062 raised after global routing: false
* CP cell instances: inv_1, fa_1, inv_1, fa_1, fa_1, inv_1, fa_1, or2_2, fa_1, nor2b_1, o21ai_1, a21boi_2, o31a_1, nor4b_2, a311o_1
* R2R depth at 15
* CP Capture Type: register
* Setup Buffers After CTS at 0
* Root Buffer: clkbuf_16
* Diodes inserted at 0
* Worst-skew pair later-pin latency at 0.42 ns
* Die footprint at between 15,000 and 20,000 um^2
* OpenROAD warnings at 25
* All-layer global routing usage at between 10% and 20%
* Core Area at 15,900 um^2
* GR Overflow Total at 0
* CTS Buf Count at 17
* First-pass GRT wire length at about 22,000 um
* Share of layout cells above drive strength 1 at 8.90%
* Drt pass-1 iters at 4
* Hold WC Path Type: register to register
* CP required at between 6 and 7 ns
* Maximum vdd ir drop at around 0.18 mV
* Max-Cap Viols at 0
* Min Tclk post-route at ~4.4 ns
* Hold path startpoint: period_change
* Pin count of the biggest net entering global routing at 20
* Least-Margin Pin Slew at roughly 0.57 ns
* CTS resizes at 0
* Synth unique cells at 47
* Synthesized cell area at around 8200 um^2
* DRC viols at 0
* Die Span Y at approximately 130 um
==> per-stage QoR <==
step                      area, um^2  utilization (%)  std cells  worst slack (ns)  hold WS, ns
after detailed placement        8660             54.5        836              1.69        0.364
after floorplan                 8170                -        601              1.91        0.338
after CTS                       9270             58.4        868              1.65        0.380
final                           9270             58.4        868              1.68        0.379
after global placement          8660             54.5        836              1.72        0.361
after global routing            9270             58.4        868              1.44        0.386
==> final timing paths <==
kind,to,slack [ns]
worst max-delay path,period[11],1.68
worst min-delay path,period_change,0.38
worst max register to register,period[11],1.68
worst min register to register,period_change,0.38
==> area by class of cell <==
class	instances	area, um^2
sequential	162	4550
clock inverter	13	184
fill	1248	6610
clock buffer	19	433
multi-input combinational	244	2900
inverter	189	709
timing repair buffer	25	225
tap	216	270
==> worst max-delay path: cells and delay by family, from the launching register on <==
kind                       cells  cell delay (ns)
AOI/OAI and AO/OA              4             0.88
and+or+nand+nor                3             0.52
buffers and inverters          3             0.16
adders and majority gates      5             2.42
DFF                            1             0.32
==> flip-flops by register name, indices dropped and copies added (netlist names) <==
| signal | count |
|---|---|
| pulse_schedule | 128 |
| period_timer | 16 |
| period | 13 |
| schedule_index | 3 |
| period_change | 1 |
| pulse_active | 1 |
==> where the power goes <==
part	total [mW]	internal, mW	leakage [nW]	switching (mW)
clock	1.10	0.684	0.293	0.415
combinational	0.454	0.240	2.14	0.214
sequential	1.32	1.27	1.47	0.0500
==> routing by layer <==
layer	global-route usage (%)	wire, um	vias to the layer above	part of all wire (%)
li1	-	-	1940	-
met3	11.4	1570	21	12
met4	2.74	254	0	1.9
met2	26.5	5810	167	44
met1	31.4	5430	1973	42
met5	0	0	-	0
==> synth_stat cells, types with 2 or more instances <==
| cell type | instances | area (um^2) |
|---|---|---|
| nand2b_1 | 4 | 25.0 |
| dfxtp_1 | 31 | 621 |
| or3_1 | 4 | 25.0 |
| and3_1 | 2 | 12.5 |
| nor3_1 | 7 | 35.0 |
| nand3_1 | 7 | 35.0 |
| xnor2_1 | 25 | 219 |
| o21ai_0 | 2 | 10.0 |
| o21ai_2 | 2 | 17.5 |
| o21bai_1 | 2 | 15.0 |
| ha_1 | 17 | 213 |
| nand4_1 | 2 | 12.5 |
| a21oi_1 | 13 | 65.1 |
| o21ai_1 | 5 | 25.0 |
| edfxtp_1 | 131 | 3930 |
| and2_1 | 2 | 12.5 |
| nand2_1 | 11 | 41.3 |
| inv_1 | 188 | 706 |
| xor2_1 | 8 | 70.1 |
| nor2_1 | 22 | 82.6 |
| fa_1 | 86 | 1720 |
| buf_4 | 3 | 22.5 |
==> logic make-up after synthesis <==
kind of cell,after synthesis,share of synthesized area [%]
buffers and inverters,195,9.12
other,1,0.0459
AOI/OAI and AO/OA,37,3.40
and+or+nand+nor,68,4.38
DFF,162,55.8
adders and majority gates,103,23.7
xor gates and xnor gates,33,3.54
No activity file was given, so power comes from the tool's default toggle rates.
